==> flow/run.sh <==
#!/bin/bash
# OpenROAD 26Q1-2900-gdf79404cd8, Yosys 0.63+post, stock flow scripts
make -C /OpenROAD-flow-scripts/flow DESIGN_CONFIG=/design/flow/config.mk WORK_HOME=/design/flow/orfs finish
==> flow/config.mk <==
export PLATFORM = sky130hd
export DESIGN_NAME = forwarding_unit_2
export DESIGN_NICKNAME = forwarding_unit_2
export VERILOG_FILES = /design/flow/design.v
export SDC_FILE = /design/flow/constraint.sdc
export NUM_CORES = 4
export LEC_CHECK = 1
export CORE_AREA = 10 10 70 70
export DIE_AREA = 0 0 80 80
==> flow/constraint.sdc <==
current_design forwarding_unit_2

set clk_period 2.0
set clk_io_pct 0.2

create_clock -name clk0 -period $clk_period

set non_clock_inputs [all_inputs -no_clocks]
set_input_delay [expr $clk_period * $clk_io_pct] -clock clk0 $non_clock_inputs
set_output_delay [expr $clk_period * $clk_io_pct] -clock clk0 [all_outputs]
==> flow/design.v <==
module forwarding_unit_2 (
  input wire ID_EX_MemWrite,
  input wire EX_MEM_RegWrite,
  input wire [4:0] ID_EX_Rs1,
  input wire [4:0] ID_EX_Rs2,
  input wire [4:0] EX_MEM_Rd,
  output reg Sel_A,
  output reg Sel_B
  );
  always_comb begin
    if ((ID_EX_Rs1 == EX_MEM_Rd) && (EX_MEM_Rd != 5'b0) && (ID_EX_MemWrite) && (EX_MEM_RegWrite)) begin
      Sel_A = 1'b1;
      Sel_B = 1'b0;
      end
    else if ((ID_EX_Rs2 == EX_MEM_Rd) && (EX_MEM_Rd != 5'b0) && (ID_EX_MemWrite) && (EX_MEM_RegWrite)) begin
      Sel_B = 1'b1;
      Sel_A = 1'b0;
      end
    else begin
      Sel_A = 1'b0;
      Sel_B = 1'b0;
      end
    end
endmodule
==> ci_impl_report.md <==
## Synthesis and layout report

| Metric | Value |
|---|---|
| Area occupied by registers | `0 µm²` |
| Status | `completed` |
| Max IR drop VDD | `between 0.00003 and 0.00004 V` |
| Synthesis area per yosys | `between 100 and 150 µm²` |
| GRT overflow | `0` |
| WL final | `around 830 µm` |
| Net Sw Frac | `35.44%` |
| Placed cell areas | `422.9 µm²` |
| Via-to-Cell Ratio | `roughly 2.5` |
| DRC viols | `0` |
| Initial antenna violation count | `0` |
| I/O pin count | `19` |
| Main area contributors | `xnor2_1 (32%), xor2_1 (32%), or4_1 (11%)` |
| Nature of the critical path endpoint | `primary output` |
| Fin area | `roughly 400 µm²` |
| Worst Hold Class | `in -> out` |
| Clock Buffer Count | `0` |
| Startpoint type of the worst setup path | `primary input` |
| Cell Pwr Density | `about 160 nW/µm²` |
| Tcrit/Tclk final | `97.85%` |
| Switching pwr | `0.02314 mW` |
| Synth Instances | `17` |
| Port buffer count | `19` |
| Unrepaired setup endpoints after global routing | `no` |
| Vias in the first global route | `252` |
| Synth Seq Share | `0%` |
| Least-Margin Pin Slew | `approximately 170 ps` |
| Int Pwr | `between 0.04 and 0.05 mW` |
| Placer Congestion | `about 0.71` |
| Post-route ant nets | `0` |
| Total track usage | `between 2 and 2.5%` |
| Log Warnings | `32` |
| Crit path DAT | `1560 ps` |
| Antenna diodes | `0` |
| Fmax | `about 500 MHz` |
| Cts-stage hold buffer count | `0` |
| Area leader share | `31.82%` |
| Chip area | `6400 µm²` |
| Core region area | `~3400 µm²` |
| Worst slew margin | `approximately nine tenths` |
| Global-route wire length before repair | `~1.2 mm` |
| Worst EP required | `1600 ps` |
| TritonRoute pass-1 iters | `2` |
| Post-layout min period | `~2000 ps` |
| Initial DRC Count | `6` |
| Detailed Place HPWL | `roughly 790 µm` |
| Cell area after synthesis | `~140 µm²` |
| Setup TNS | `0 ps` |
| Clk pwr share | `0%` |
| Floorplan-stage core utilization | `4.029%` |
| Max Cap Viol | `0` |
| Die H | `roughly 80 µm` |
| WL/cell | `9.529 µm` |
| FP Rows | `21` |
| Via count | `about 220` |
| Seq_cells | `0` |
| Ys cells | `17` |
| Util after Layout | `between 10% and 20%` |
| Combinational Power Share | `around 100%` |
| Largest net degree at the start of global routing | `4` |
| CP max FO | `3` |
| Area Overhead vs Synth | `189.1%` |
| Reg power frac | `0%` |
| Final hold viol count | `0` |
| Library cells used by synthesis | `8` |
| Area leader, netlist | `xnor2_1` |
| Pleak | `between 0.15 and 0.2 nW` |
| Avg Cell Area, Syn | `between 8 and 9 µm²` |
| Final slew viol count | `0` |
| Layout cells sized above 1 | `a little under half` |
| Die W | `~80 µm` |
| Final setup fails | `0` |
| YS warnings | `1` |
| WS Path Type | `in -> out` |
worst paths after layout:
path	slack, ps	startpoint	cells after the start	to
max	40	EX_MEM_Rd[3]	5	Sel_A
min	1270	EX_MEM_Rd[3]	6	Sel_B
synthesized netlist by cell type:
cell and count:
or4_1 2, and4b_2 1, xor2_1 5, a31oi_1 1, xnor2_1 5, nand3_1 1
o211ai_1 1, nor3_1 1
final cells by class:
type                            instances  area, µm²
Fill cell                             402       3018
Multi-Input combinational cell         17      157.7
Tap cell                               46      57.56
Timing Repair Buffer                   24      182.7
worst max-delay path: stages:
cell and delay (ps):
buf_6 100, or4_1 500, o211ai_1 190, and4b_2 240
buf_2 120
cells by family after synthesis:
group,after synthesis,share of synthesized area [%]
xor gates and xnor gates,10,63.63
AOI/OAI and AO/OA,2,10.00
and+or+nand+nor,5,26.35
per-layer routing:
layer	vias up	global-route usage, %	share of wire [%]
li1	113	-	-
met1	94	2.770	38
met2	8	4.494	55
met3	0	0.7955	7.4
met4	0	0	0
met5	-	0	0
cells in the final DEF (no fill, tap or decap), types with 2 or more instances in the layout:
master / n
xnor2_2: 2
xor2_1: 5
buf_2: 7
xnor2_1: 3
buf_4: 6
dlygate4sd2_1: 3
or4_1: 2
clkdlybuf4s50_1: 5
what timing repair did:
| item | in CTS | in global routing |
|---|---|---|
| resized | 42 | 6 |
| buffers inserted | 0 | 0 |
| cloned | 0 | 0 |
| pin swaps | 7 | 3 |
| endpoints found under the setup margin | 2 | 2 |
power groups by stage:
stage | registers (mW) | logic [mW] | clock network [mW]
CTS | 0 | 0.0626 | 0
global route | 0 | 0.0712 | 0
finish | 0 | 0.0653 | 0
stage by stage:
step | cells | total power, mW | hold slack, ps | worst slack, ps
after floorplan | 17 | 0.01878 | 921.8 | 310.1
after CTS | 87 | 0.06264 | 1290 | 19.13
after global placement | 87 | 0.06885 | 1866 | -732.1
after global routing | 87 | 0.07123 | 1314 | 1.179
after detailed placement | 87 | 0.06976 | 1876 | -756.6
final | 87 | 0.06531 | 1271 | 42.99
Power is estimated from default activity; no workload was simulated.
