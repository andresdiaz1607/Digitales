File: flow/constraint.sdc
current_design forwarding_unit

set clk_period 2.3
set clk_io_pct 0.2

create_clock -name clk0 -period $clk_period

set non_clock_inputs [all_inputs -no_clocks]
set_input_delay [expr $clk_period * $clk_io_pct] -clock clk0 $non_clock_inputs
set_output_delay [expr $clk_period * $clk_io_pct] -clock clk0 [all_outputs]
File: flow/run.sh
#!/bin/bash
# OpenROAD 26Q1-2900-gdf79404cd8, Yosys 0.63+post, stock flow scripts
make -C /OpenROAD-flow-scripts/flow DESIGN_CONFIG=/design/flow/config.mk WORK_HOME=/design/flow/orfs finish
File: flow/design.v
module forwarding_unit(
    input wire [4:0] id_ex_rs1, id_ex_rs2,     
    input wire [4:0] ex_mem_rd,    
    input wire [4:0] mem_wb_rd,    
    input wire ex_mem_regwrite,    
    input wire mem_wb_regwrite,    
    output reg [1:0] forward_a,   
    output reg [1:0] forward_b    
);
always_comb begin
        forward_a = 2'b00;
        forward_b = 2'b00;
        if (ex_mem_regwrite && (ex_mem_rd != 5'b0) && (ex_mem_rd == id_ex_rs1)) begin
            forward_a = 2'b10;
        end
        if (mem_wb_regwrite && (mem_wb_rd != 5'b0) && (mem_wb_rd == id_ex_rs1)) begin
            forward_a = 2'b01;
        end
        if (ex_mem_regwrite && (ex_mem_rd != 5'b0) && (ex_mem_rd == id_ex_rs2)) begin
            forward_b = 2'b10;
        end
        if (mem_wb_regwrite && (mem_wb_rd != 5'b0) && (mem_wb_rd == id_ex_rs2)) begin
            forward_b = 2'b01;
        end
    end
endmodule
File: flow/config.mk
export PLATFORM = sky130hd
export DESIGN_NAME = forwarding_unit
export DESIGN_NICKNAME = forwarding_unit
export VERILOG_FILES = /design/flow/design.v
export SDC_FILE = /design/flow/constraint.sdc
export NUM_CORES = 4
export LEC_CHECK = 1
export CORE_AREA = 10 10 70 70
export DIE_AREA = 0 0 80 80
==> results_tabular.tex <==
% Table of physical implementation metrics
\begin{tabular}{lr}
\hline
Metric & Value \\
\hline
\multicolumn{2}{l}{\textbf{Yosys}} \\
YS chip area & roughly 260 um\^{}2 \\
Leading area contributor after synthesis & sky130\_fd\_sc\_hd\_\_xnor2\_1 \\
Number of cells in Yosys stat & 34 \\
Count of cell types in the netlist & 9 \\
Max-area cell share & 0.544 \\
Post-synthesis cell type with the largest instance count & sky130\_fd\_sc\_hd\_\_xnor2\_1 \\
Portion of the post-synthesis area used by sequential elements & 0 \\
Most frequent cells after synthesis & sky130\_fd\_sc\_hd\_\_xnor2\_1 (16), sky130\_fd\_sc\_hd\_\_nor4\_1 (4), sky130\_fd\_sc\_hd\_\_xor2\_1 (4) \\
Post-synthesis instance area & about 260 um\^{}2 \\
Leading post-synthesis cells by cell area & sky130\_fd\_sc\_hd\_\_xnor2\_1 (54\%), sky130\_fd\_sc\_hd\_\_xor2\_1 (14\%), sky130\_fd\_sc\_hd\_\_nor4\_1 (9.7\%) \\
Count of warnings emitted by yosys & 1 \\
Average instance area after synthesis & roughly 7.6 um\^{}2 \\
Count of mapped cells out of synthesis & 34 \\
\multicolumn{2}{l}{\textbf{Die}} \\
Total Die Area & between 0.006 and 0.007 mm\^{}2 \\
Die Y-Extent & around 80 um \\
Area of the core & approximately 0.0034 mm\^{}2 \\
Number of rows in the core area & 21 \\
Horizontal die dimension & around 80 um \\
Count of boundary I/O pins & 26 \\
Pre-Place Util & 0.0755 \\
\multicolumn{2}{l}{\textbf{Run status}} \\
Outcome & finished, final reports clean \\
\multicolumn{2}{l}{\textbf{Worst hold path}} \\
HP Class & input port to output port \\
\multicolumn{2}{l}{\textbf{Final timing}} \\
Highest achievable clock rate & 438 MHz \\
Count of final max-slew check failures & 0 \\
Worst rel slew slack & 0.797 \\
Clock period minus worst slack & between 2000 and 2500 ps \\
Number of endpoints with negative hold slack in the final report & 0 \\
Worst slew pin tran & 301 ps \\
Final setup violation count & 0 \\
Cycle use final & 0.992 \\
RSZ-0062 raised after global routing & yes \\
\multicolumn{2}{l}{\textbf{Global route}} \\
Via count of the first global-routing pass & about 450 \\
Pin count of the biggest net entering global routing & 4 \\
Remaining Overflow, GRT & 0 \\
Total track usage & 0.0423 \\
Initial antenna violation count & 1 \\
Global-route wire length before repair & approximately 2200 um \\
\multicolumn{2}{l}{\textbf{Worst setup path}} \\
Largest fanout of any net on the critical path & 2 \\
Startpoint type of the worst setup path & input port \\
Worst endpoint required time & 1840 ps \\
Type of the worst setup path & input port to output port \\
Critical Path End Type & output port \\
Signal arrival time at the worst endpoint & between 1500 and 2000 ps \\
\multicolumn{2}{l}{\textbf{Finish}} \\
Sequential cell count of the final layout & 0 \\
Clock buffer cells & 0 \\
Area growth syn-to-layout & 203\% \\
Fraction of final layout cells sized beyond drive strength 1 & 0.487 \\
Area taken by flip-flops and latches & 0 um\^{}2 \\
Tally of non-filler cells in the final layout & approximately 120 \\
\multicolumn{2}{l}{\textbf{Route}} \\
Vias per cell & about 3.2 \\
Detailed-route wire length & 1420 um \\
1st-iter DRT viols & 7 \\
Number of DRC violations after detailed routing & 0 \\
Detailed-route via count & just under 400 \\
WL/cell & roughly 12 um \\
First-pass iteration count of the detailed router & 2 \\
Antenna violation net count after detailed routing & 0 \\
\multicolumn{2}{l}{\textbf{Power and ir drop}} \\
Lkg Pwr & around 0.32 nW \\
Worst supply voltage drop on vdd & between 40 and 50 uV \\
Total power after layout & 125 uW \\
Power per cell area & about 160 mW/mm\^{}2 \\
\multicolumn{2}{l}{\textbf{Placed design}} \\
Placed instance count & approximately 120 \\
HPWL after detailed placement & roughly 1200 um \\
IO buf count & 26 \\
Gp weighted congestion & slightly above 0.8 \\
\multicolumn{2}{l}{\textbf{Job}} \\
Number of warnings the tools reported & 33 \\
Max-capacitance violation count & 0 \\
\multicolumn{2}{l}{\textbf{Clocking}} \\
Hold buffers post-CTS & 0 \\
\hline
\end{tabular}
-- through the flow --
stage | hold WS [ps] | util | setup TNS (ps) | setup slack, ps | area (um^2)
final | 1490 | 0.229 | 0 | 17.5 | 782
after floorplan | 993 | - | 0 | 481 | 258
after global placement | 1910 | 0.197 | -2110 | -646 | 673
after detailed placement | 1910 | 0.197 | -2120 | -654 | 673
after CTS | 1450 | 0.224 | 0 | 2.50 | 766
after global routing | 1520 | 0.229 | -72.9 | -26.0 | 782
-- worst paths after layout --
| path | startpoint | end | slack (ps) | depth (start not counted) |
|---|---|---|---|---|
| hold / removal | id_ex_rs2[2] | forward_b[1] | 1490 | 5 |
| setup / recovery | mem_wb_rd[4] | forward_a[1] | 20 | 7 |
-- cell usage in the layout (no fill, tap or decap), types with 3 or more instances in the layout --
master and instances:
sky130_fd_sc_hd__buf_2 5, sky130_fd_sc_hd__xnor2_1 10, sky130_fd_sc_hd__xor2_1 4, sky130_fd_sc_hd__clkdlybuf4s50_1 7
sky130_fd_sc_hd__buf_6 3, sky130_fd_sc_hd__dlygate4sd2_1 10, sky130_fd_sc_hd__xnor2_2 6, sky130_fd_sc_hd__buf_4 14
-- repair_timing --
action / in CTS / in global routing
resized: 57 / 2
pin swaps: 10 / 1
setup buffers: 3 / 0
setup endpoints to repair: 4 / 2
endpoints found under the hold margin: 0 / 0
-- where the power goes --
part | internal, mW | switching, mW
clock | 0.0000000581 | 0
sequential | 0 | 0
combinational | 0.0740 | 0.0514
-- metal layers --
| layer | share of wire | track usage |
|---|---|---|
| met1 | 0.58 | 0.0688 |
| met3 | 0.22 | 0.0364 |
| met5 | 0 | 0 |
| met4 | 0 | 0 |
| met2 | 0.20 | 0.0377 |
-- critical path, stage by stage --
cell and delay, ps:
sky130_fd_sc_hd__buf_2 120, sky130_fd_sc_hd__or4_4 520, sky130_fd_sc_hd__o21ai_4 180, sky130_fd_sc_hd__nor4_2 70
sky130_fd_sc_hd__buf_4 130, sky130_fd_sc_hd__nor4_2 200, sky130_fd_sc_hd__buf_2 130
-- logic make-up (layout without fill, tap and decap cells) --
group           after synthesis  count (layout)  share of synthesized area
simple gates                 13              13                      0.286
xor+xnor                     20              20                      0.680
compound gates                1               1                     0.0340
other cells                   0               1                          0
buf+inv                       0              42                          0
-- area by class of cell --
class,count,area (um^2)
multi-input cells,34,369
fillers,373,2630
repair buffers,42,353
well taps,46,57.6
diodes,1,2.50
Power is estimated from default activity; no workload was simulated.
