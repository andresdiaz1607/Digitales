==> ./design.v <==
module HazardDetectionUnit(
    input wire [4:0] IF_ID_RegisterRs1,
    input wire [4:0] IF_ID_RegisterRs2,
    input wire [4:0] ID_EX_RegisterRd,
    input wire ID_EX_MemRead,
    input wire IF_ID_MemWrite,
    input wire zero, beq,
    output reg IF_Flush,
    output reg PCWrite,
    output reg IF_ID_Write,
    output reg ControlMuxSel
);
    always_comb begin
        if (ID_EX_MemRead && !IF_ID_MemWrite  && (ID_EX_RegisterRd != 5'b0) && ((ID_EX_RegisterRd == IF_ID_RegisterRs1) || (ID_EX_RegisterRd == IF_ID_RegisterRs2))) begin
          PCWrite = 1'b0;
          IF_ID_Write = 1'b0;
          ControlMuxSel = 1'b1;
	  IF_Flush = 1'b0;
        end
	else begin
          PCWrite = 1'b1;
          IF_ID_Write = 1'b1;
          ControlMuxSel = 1'b0;
	  IF_Flush = 1'b0;
	end
	if(zero && beq) begin
          PCWrite = 1'b0;
          IF_ID_Write = 1'b0;
          ControlMuxSel = 1'b1;
          IF_Flush = 1'b1;
        end
   end
endmodule
==> ./run.sh <==
#!/bin/bash
# OpenROAD 26Q1-2900-gdf79404cd8, Yosys 0.63+post, stock flow scripts
make -C /OpenROAD-flow-scripts/flow DESIGN_CONFIG=/design/flow/config.mk WORK_HOME=/design/flow/orfs finish
==> ./config.mk <==
export PLATFORM = sky130hd
export DESIGN_NAME = HazardDetectionUnit
export DESIGN_NICKNAME = HazardDetectionUnit
export VERILOG_FILES = /design/flow/design.v
export SDC_FILE = /design/flow/constraint.sdc
export NUM_CORES = 4
export LEC_CHECK = 1
export CORE_AREA = 10 10 70 70
export DIE_AREA = 0 0 80 80
==> ./constraint.sdc <==
current_design HazardDetectionUnit

set clk_period 2.5
set clk_io_pct 0.2

create_clock -name clk0 -period $clk_period

set non_clock_inputs [all_inputs -no_clocks]
set_input_delay [expr $clk_period * $clk_io_pct] -clock clk0 $non_clock_inputs
set_output_delay [expr $clk_period * $clk_io_pct] -clock clk0 [all_outputs]
==> results.yml <==
# implementation run metrics
timing:
  rsz0062_at_grt: "no"
  setup_violations: 0
  finalMaxSlewViolations: 0
  min_period_over_period: 0.9060
  relSlewSlack: 0.8232
  setup_ws_ps: 234.9
  period_needed_ps: 2265
  max_freq_mhz: 441.5
  worst_slew_pin_slew_ps: 264.6
  setup_tns_ps: 0
  hold_violations: 0
pwr:
  ir_drop_mv: 0.01282
  power_density_nw_per_um2: 141.6
  leakage_uw: 0.0001642
  power_uw: 63.77
floorplanning:
  die_w_um: 80
  die_h_um: 80
  fp_util: 0.04579
  coreArea_um2: 3416
  rows: 21
  die_area_um2: 6400
  io-pin-count: 23
layout:
  nFillCells: 398
  synthToLayoutAreaGrowth_pct: 188.0
  drive_above_1_share: 0.1087
  nClkBuffers: 0
  seq_cell_count: 0
  instances_no_fill: 92
  seq_area_um2: 0
synth:
  synth.most_common_cell: "xnor2_1"
  synthDistinctLibCells: 11
  syn_avg_cell_area_um2: 7.109
  synthesis.area_um2: 156.4
  common_cells: "10 x xnor2_1, 2 x nand2_1, 2 x nand3_1"
  synth-seq-area-share: 0
  postSynthCellCount: 22
  yosysWarnings: 1
  ys_cells: 22
  netlist.area_leader.share: 0.5600
  largest_area_cell: "xnor2_1"
  top_cells_by_area: "xnor2_1 56%, nand3_1 6.4%, a21o_1 4.8%"
  yosys_area_um2: 156.4
global_routing:
  grt_pass1_wl_um: 1138
  grt-ovfl-total: 0
  antenna_found_initial: 0
  grt_max_degree: 4
  grt.total_usage: 0.02193
  grt_pass1_vias: 245
worst_setup_path:
  path_buffers: 2
  worst-path-max-fanout: 3
  cp_data_required_time_ps: 2000
  critPathKind: "in -> out"
  arrival_ps: 1770
  cp_slowest_cell: "or4_1"
  slowest_delay_ps: 510
  worst_setup_path_end_kind: "output port"
  cp_cell_sequence: "clkdlybuf4s15_2, or4_1, nor2_1, nor3b_1, a21oi_1, dlygate4sd2_1"
  worst_setup_path_start_kind: "input pin"
  cpLargestDelayFamily: "simple AND/OR/NAND/NOR gates"
place:
  pre_cts_slack_ps: -395.2
  placedCellCount: 92
  portBuffers: 23
  place_congestion: 0.7245
status:
  status: "completed"
drt:
  drt_iter0_drc: 3
  drt-total-wl_um: 824
  met3_length_um: 106
  dr_wl_met2_um: 406
  num_antenna_cells: 0
  wl_met1_um: 311
  drt_first_pass_iters: 2
  wire_per_inst_um: 8.957
  antenna_left: 0
  via_per_inst: 2.652
  top_layer_used: "met3"
  num_vias: 244
  drc_errors: 0
job:
  maxCapViolations: 0
  tool_warnings: 32
hold_path:
  worst_hold_startpoint: "ID_EX_RegisterRd[1]"
  min_to: "ControlMuxSel"
  holdPathStages: 6
  hold_path_class: "in -> out"
clocking:
  cts_hold_buf: 0
==> cell families (layout without fill, tap and decap cells) <==
logic type,count (synthesis),after routing,share of synthesized area
xor+xnor,10,10,0.5600
compound gates,3,3,0.1200
buf+inv,1,25,0.04802
simple gates,8,8,0.2721
==> placed cells by master (no fill, tap or decap) <==
cell and count:
clkdlybuf4s15_2 1, or4_1 1, nor3b_1 1, buf_4 2, dlygate4sd2_1 5, nor2_1 1, clkdlybuf4s50_1 15, nand2_1 2
a21o_1 1, dlymetal6s2s_1 1, a21oi_1 1, xnor2_1 10, and2_1 1, nand3_1 2, o22ai_2 1, buf_2 1
==> worst min-delay path: cells and delay by family <==
| family | cells | cell delay [ps] |
|---|---|---|
| compound gates | 2 | 230 |
| xor+xnor | 1 | 70 |
| buf+inv | 2 | 240 |
| simple gates | 1 | 80 |
==> layer usage <==
layer  global-route usage  vias to the layer above
li1                     -                      122
met1              0.02373                      109
met5                    0                        -
met4                    0                        0
met3             0.007955                        0
met2              0.04173                       13
==> worst max path at each step <==
| stage | cells past startpoint | slack [ps] | startpoint | to |
|---|---|---|---|---|
| after CTS | 6 | 5 | IF_ID_RegisterRs2[0] | ControlMuxSel |
| after global routing | 6 | 180 | ID_EX_RegisterRd[2] | IF_ID_Write |
| final | 6 | 230 | ID_EX_RegisterRd[2] | PCWrite |
==> power by group <==
part | switching, uW | total [uW] | internal (uW)
Clock | 0 | 0 | 0
Sequential | 0 | 0 | 0
Combinational | 19.3 | 63.8 | 44.4
Total | 19.3 | 63.8 | 44.4
==> stage by stage <==
stage               instance area [um^2]  hold slack, ps  utilization
floorplan                          156.4            1111            -
global placement                   451.7            1961       0.1322
detailed placement                 451.7            1957       0.1322
CTS                                441.7            1779       0.1293
global route                       450.4            1682       0.1319
finish                             450.4            1632       0.1319
==> timing repair <==
action,4_1_cts,5_1_grt
endpoints found under the hold margin,0,0
cloned,0,0
buffers inserted,0,0
pin swaps,3,4
setup endpoints to repair,3,1
resized,12,2
==> layout make-up <==
cell class         instances  area [um^2]  share of cell area
repair buffers            25        237.7              0.5278
well taps                 46        57.56              0.1278
multi-input cells         21        155.1              0.3444
Power is estimated from default activity; no workload was simulated.
